--- constraint.sdc ---
current_design tile

set clk_period 1.3
set clk_io_pct 0.2

create_clock -name clk0 -period $clk_period [get_ports {clock}]

set non_clock_inputs [all_inputs -no_clocks]
set_input_delay [expr $clk_period * $clk_io_pct] -clock clk0 $non_clock_inputs
set_output_delay [expr $clk_period * $clk_io_pct] -clock clk0 [all_outputs]
--- run.sh ---
#!/bin/bash
# OpenROAD 26Q1-2900-gdf79404cd8, Yosys 0.63+post, stock flow scripts
make -C /OpenROAD-flow-scripts/flow DESIGN_CONFIG=/design/flow/config.mk WORK_HOME=/design/flow/orfs finish
--- config.mk ---
export PLATFORM = sky130hd
export DESIGN_NAME = tile
export DESIGN_NICKNAME = tile
export VERILOG_FILES = /design/flow/design.v
export SDC_FILE = /design/flow/constraint.sdc
export NUM_CORES = 4
export LEC_CHECK = 1
export CORE_AREA = 10 10 88 88
export DIE_AREA = 0 0 98 98
--- design.v ---
module tile
(
    input   clock,
    input   reset,
    input   myturn,
    output  passbak,  
    output  passfwd,  
    output unsigned [(3 * 3)-1:0] biasidx,         
    input  unsigned [(3 * 3)-1:0] valtotry,        
    input  unsigned [(3 * 3)-1:0] valcannotbe,     
    output reg      [(3 * 3)-1:0] value            
);
    enum logic [6:0] {
        RESET   = 7'b1 << 0,  
        WAITING = 7'b1 << 1,  
        INCRIDX = 7'b1 << 2,  
        RQROWBS = 7'b1 << 3,  
        LDROWBS = 7'b1 << 4,  
        PASSBAK = 7'b1 << 5,  
        PASSFWD = 7'b1 << 6   
    } state;
    reg [(3 * 3):0] index;
    assign passbak      = (state == PASSBAK);
    assign passfwd      = (state == PASSFWD);
    assign biasidx      = (state == RQROWBS)
        ? index[0+:(3 * 3)]
        : {(3 * 3){1'b0}};  
    always_ff @(posedge clock) begin: tile_index
        case (state)
            RESET: index <= {1'b1,{(3 * 3){1'b0}}};
            INCRIDX: index <= {
                index[0+:(3 * 3)],  
                index[   (3 * 3)]   
            };
        endcase
    end
    always_ff @(posedge clock) begin: tile_value
        case (state)
            RESET: value <= 0;
            LDROWBS: value <= index[(3 * 3)] ? {(3 * 3){1'b0}} : valtotry;
        endcase
    end
    always_ff @(posedge clock) begin: tile_fsm
        if (reset) begin
            state <= RESET;
        end
        else begin case (state)
            RESET:   state <= WAITING;
            WAITING: state <= myturn ? INCRIDX : WAITING;
            INCRIDX: state <= RQROWBS;
            RQROWBS: state <= LDROWBS;
            LDROWBS: begin  
                if (index[(3 * 3)]) begin
                    state <= PASSBAK;
                end
                else if (valcannotbe & valtotry) begin
                    state <= INCRIDX;
                end
                else begin
                    state <= PASSFWD;
                end
            end
            PASSBAK: state <= WAITING;
            PASSFWD: state <= WAITING;
        endcase end
    end
endmodule
==> flow.log <==
[flow] collecting metrics
INFO  metric critical-path-top-delay-family = flip-flops
INFO  metric io_pins = 41
INFO  metric max_freq = 0.754 GHz
INFO  metric drt_first_iter_violations = 27
INFO  metric post-place-ws = -199 ps
INFO  metric drt_first_pass_iters = 4
INFO  metric share_of_the_core_filled_with_cells = between 20 and 30%
INFO  metric drive_above_1_share = about a quarter
INFO  metric total_power = 1510 uW
INFO  metric dp_hpwl = 1930 um
INFO  metric postSynthAreaPerCell = about 13 um^2
INFO  metric cts_max_path_buffers = 2
INFO  metric run_status = finished with violations
INFO  metric floorplan.core_util = 17.3%
INFO  metric chipHeight = 98 um
INFO  metric ys_seq_elements = 26
INFO  metric timing.critical_path.from_type = flop
INFO  metric drcViolationCount = 0
INFO  metric placementRows = 28
INFO  metric openroad.warnings = 27
INFO  metric detail_route.vias_per_cell = 3.50
INFO  metric clock_tree_from_tritoncts = yes
INFO  metric global_route.overflow_total = 0
INFO  metric route.antenna.diode_count = 0
INFO  metric area.growth.synth_to_final = 55.9%
INFO  metric worst_setup_path_end_kind = output port
INFO  metric vdd_ir_drop_max = 376 uV
INFO  metric setup_tns = -26.8 ps
INFO  metric timing.critical_path.arrival = roughly 1100 ps
INFO  metric postRouteWirelength = 2420 um
INFO  metric worstSkewPairLatency = 260 ps
INFO  metric filler_cell_count = 607
INFO  metric antenna_left = 0
INFO  metric grt_antenna_before_repair = 0
INFO  metric syn-instance-count = 76
INFO  metric route.detailed.wl_per_inst = ~12 um
INFO  metric worst-path-buf-inv = 3
INFO  metric num_vias = between 700 and 800
INFO  metric global_placement_routability_congestion = 0.707
INFO  metric syn_warnings = 1
INFO  metric final_critical_path_setup_slack = -26.8 ps
INFO  metric synth_area = 0.00103 mm^2
INFO  metric max_cap_viol_count = 0
INFO  metric detailed_place.area = 0.00154 mm^2
INFO  metric yosys.area.top_type = sky130_fd_sc_hd__edfxtp_1
INFO  metric cts_num_sinks = 26
INFO  metric finalHoldViolCount = 0
INFO  metric crit_path_max_incr_delay = 360 ps
INFO  metric min-delay-path-class = reg2reg
INFO  metric unique_cell_types = 16
INFO  metric synth.top_cell.area_share = 55.6%
INFO  metric cellPowerDensity = 947 mW/mm^2
INFO  metric critPathMostFrequentCell = sky130_fd_sc_hd__buf_6
INFO  metric cts_hold_buffers = 0
INFO  metric pin_count_of_the_biggest_net_entering_global_routing = 15
INFO  metric critical-path-slowest-cell = sky130_fd_sc_hd__dfxtp_4
INFO  metric post_synth_seq_share = between 60 and 70%
INFO  metric crit_fanout = 5
INFO  metric timing.critical_path.cells = buf_6, buf_6, and2_4, buf_6
INFO  metric worstSetupPathType = reg2out
INFO  metric clkSlewWorstSetupHoldPaths = 80 ps
INFO  metric skew = ~6 ps
INFO  metric setup_viol = 1
INFO  metric total_routing_usage_gr = 4.91%
INFO  metric chip_area = 0.00960 mm^2
INFO  metric cts_root_buffer = sky130_fd_sc_hd__clkbuf_8
INFO  metric unrepaired_setup_endpoints_after_global_routing = true
INFO  metric first_global_vias = 736
INFO  metric final_period_minus_worst_setup_slack = around 1300 ps
INFO  metric cts_max_level = 1
INFO  metric grt_first_pass_wirelength = 3870 um
INFO  metric min_period_over_period = 102%
INFO  metric die_width = 98 um
INFO  metric yosys-stat-area = 0.00103 mm^2
INFO  metric final_cell_area = 0.00160 mm^2
INFO  metric floorplan.core_area = 0.00592 mm^2
INFO  metric p_leak = 0.000652 uW
INFO  metric netlist_top_cells_area = sky130_fd_sc_hd__edfxtp_1 (56%), sky130_fd_sc_hd__and2_1 (16%), sky130_fd_sc_hd__dfxtp_1 (14%)
INFO  metric failed_checks = setup timing
INFO  metric worstMarginPinSlew = 302 ps
INFO  metric numPortBuffers = 40
INFO  metric numCtsBuffers = 3
INFO  metric slew_viol_final = 0
INFO  metric slew_headroom = about 80%
INFO  metric required = 1040 ps
INFO  metric yosys_cells = 76
final cells by class:
class / count / area (um^2) / share of cell area (%)
repair buffers: 47 / 417 / 26.1
clock buffers: 4 / 45.0 / 2.82
well taps: 75 / 93.8 / 5.87
flip-flops and latches: 26 / 717 / 44.8
multi-input cells: 49 / 327 / 20.4
registers in the layout, summed over array words and instances, names as in the netlist:
register  flops
index        10
value         9
state         7
final timing paths:
path	start	end	slack (ps)	depth (start not counted)
setup reg to reg	index[9]$_SDFFCE_PN1P_	value[0]$_SDFFCE_PP0P_	230	2
hold / removal	state[6]$_DFF_P_	state[6]$_DFF_P_	480	2
setup / recovery	state[4]$_DFF_P_	biasidx[5]	-30	4
hold reg to reg	state[6]$_DFF_P_	state[6]$_DFF_P_	480	2
worst reg2reg max path, delay by kind of cell (launching register included):
kind | cells | cell delay (ps)
flops | 1 | 450
simple gates | 2 | 490
layout by cell type, fill, tap and decap left out:
| cell | n |
|---|---|
| sky130_fd_sc_hd__a21oi_1 | 2 |
| sky130_fd_sc_hd__a222oi_1 | 1 |
| sky130_fd_sc_hd__a22oi_1 | 3 |
| sky130_fd_sc_hd__and2_1 | 22 |
| sky130_fd_sc_hd__and2_4 | 5 |
| sky130_fd_sc_hd__and3b_1 | 1 |
| sky130_fd_sc_hd__buf_2 | 7 |
| sky130_fd_sc_hd__buf_4 | 4 |
| sky130_fd_sc_hd__buf_6 | 4 |
| sky130_fd_sc_hd__clkbuf_1 | 1 |
| sky130_fd_sc_hd__clkbuf_8 | 3 |
| sky130_fd_sc_hd__clkdlybuf4s15_1 | 1 |
| sky130_fd_sc_hd__clkdlybuf4s50_1 | 20 |
| sky130_fd_sc_hd__dfxtp_1 | 4 |
| sky130_fd_sc_hd__dfxtp_2 | 2 |
| sky130_fd_sc_hd__dfxtp_4 | 1 |
| sky130_fd_sc_hd__dlygate4sd2_1 | 11 |
| sky130_fd_sc_hd__edfxtp_1 | 19 |
| sky130_fd_sc_hd__nand2_1 | 3 |
| sky130_fd_sc_hd__nand2b_1 | 3 |
| sky130_fd_sc_hd__nand3_1 | 1 |
| sky130_fd_sc_hd__nor2b_1 | 2 |
| sky130_fd_sc_hd__nor2b_2 | 1 |
| sky130_fd_sc_hd__nor3_1 | 1 |
| sky130_fd_sc_hd__nor4_2 | 1 |
| sky130_fd_sc_hd__o21a_1 | 1 |
| sky130_fd_sc_hd__or2_2 | 2 |
synthesized netlist by cell type:
library cell / instances
sky130_fd_sc_hd__or2_2: 2
sky130_fd_sc_hd__dfxtp_1: 7
sky130_fd_sc_hd__and2_1: 27
sky130_fd_sc_hd__clkbuf_1: 1
sky130_fd_sc_hd__nor2b_1: 3
sky130_fd_sc_hd__a22oi_1: 3
sky130_fd_sc_hd__nand3_1: 1
sky130_fd_sc_hd__nor4_2: 1
sky130_fd_sc_hd__a21oi_1: 2
sky130_fd_sc_hd__nand2b_1: 3
sky130_fd_sc_hd__nor3_1: 1
sky130_fd_sc_hd__o21a_1: 1
sky130_fd_sc_hd__nand2_1: 3
sky130_fd_sc_hd__and3b_1: 1
sky130_fd_sc_hd__edfxtp_1: 19
sky130_fd_sc_hd__a222oi_1: 1
layer usage:
metal  wire length, um  part of all wire [%]  global-route usage [%]
met5                 0                     0                       0
met4                12                  0.50                   0.559
met3               227                   9.4                    2.42
met2              1220                    51                    8.17
met1               956                    40                    5.78
what timing repair did:
action | CTS | global route
gates resized | 51 | 2
setup endpoints to repair | 20 | 12
setup buffers | 4 | 0
pin swaps | 2 | 3
power breakdown:
group | leakage [uW] | switching, uW | internal (uW)
combinational | 0.000376 | 47.8 | 91.6
sequential | 0.000253 | 13.1 | 919
clock | 0.0000228 | 225 | 218
metrics by stage:
step | hold WS (ps) | instances
final | 476 | 201
after detailed placement | 459 | 193
after global routing | 498 | 201
after global placement | 457 | 193
after CTS | 472 | 201
after floorplan | 288 | 76
cell families (layout without fill, tap and decap cells):
kind of cell	Yosys count	after routing	share of synthesized area, %
buf+inv	1	51	0.366
compound gates	7	7	4.88
flops	26	26	69.3
simple gates	42	42	25.5
Power is estimated from default activity; no workload was simulated.
